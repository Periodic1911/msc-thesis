**design/flow/config.mk**
```make
export PLATFORM = sky130hd
export DESIGN_NAME = top
export DESIGN_NICKNAME = top
export VERILOG_FILES = /design/flow/design.v
export SDC_FILE = /design/flow/constraint.sdc
export NUM_CORES = 4
export LEC_CHECK = 1
export CORE_UTILIZATION = 40
```
**design/flow/constraint.sdc**
```tcl
current_design top

set clk_period 6.9
set clk_io_pct 0.2

create_clock -name clk0 -period $clk_period [get_ports {clk}]

set non_clock_inputs [all_inputs -no_clocks]
set_input_delay [expr $clk_period * $clk_io_pct] -clock clk0 $non_clock_inputs
set_output_delay [expr $clk_period * $clk_io_pct] -clock clk0 [all_outputs]
```
**design/flow/design.v**
```verilog
module uart_tx_8n1
    #(parameter BAUDRATE=9600, CLKRATE=25000000)
    (
    clk,         
    txbyte,      
    senddata,    
    txdone,      
    tx           
    );
    input clk;
    input[7:0] txbyte;
    input senddata;
    output txdone;
    output tx;
    wire baud_en;
    assign baud_en = baud_count == 32'b0;
    reg [31:0] baud_count;
    parameter baud_period = (CLKRATE / BAUDRATE);
    always @ (posedge clk) begin
      baud_count <= baud_count + 1;
      if (baud_count == baud_period) begin
        baud_count <= 32'b0;
      end
    end
    parameter STATE_IDLE=8'd0;
    parameter STATE_STARTTX=8'd1;
    parameter STATE_TXING=8'd2;
    parameter STATE_TXDONE=8'd3;
    reg[7:0] state=8'b0;
    reg[7:0] buf_tx=8'b0;
    reg[7:0] bits_sent=8'b0;
    reg txbit=1'b1;
    reg txdone=1'b0;
    assign tx=txbit;
    always @ (posedge clk) begin
        if (senddata == 1 && state == STATE_IDLE) begin
            state <= STATE_STARTTX;
            buf_tx <= txbyte;
            txdone <= 1'b0;
        end else if (state == STATE_IDLE) begin
            txbit <= 1'b1;
            txdone <= 1'b0;
        end
        if (state == STATE_STARTTX && baud_en) begin
            txbit <= 1'b0;
            state <= STATE_TXING;
        end
        if (state == STATE_TXING && bits_sent < 8'd8 && baud_en) begin
            txbit <= buf_tx[0];
            buf_tx <= buf_tx>>1;
            bits_sent = bits_sent + 1;
        end else if (state == STATE_TXING && baud_en) begin
            txbit <= 1'b1;
            bits_sent <= 8'b0;
            state <= STATE_TXDONE;
        end
        if (state == STATE_TXDONE) begin
            txdone <= 1'b1;
            state <= STATE_IDLE;
        end
    end
endmodule
module top (
    clk, 
    TX, 
    );
    input clk;
    output TX;
    reg clk_1 = 0;
    reg [31:0] cntr_1 = 32'b0;
    parameter period_1 = 12500000;
    parameter ASCII_0 = 8'd48;
    parameter ASCII_9 = 8'd57;
    reg [7:0] uart_txbyte = ASCII_0;
    reg uart_send = 1'b1;
    wire uart_txed;
    reg ledval = 0;
    uart_tx_8n1 #(.BAUDRATE(1152000)) transmitter (
        .clk (clk),
        .txbyte (uart_txbyte),
        .senddata (uart_send),
        .txdone (uart_txed),
        .tx (TX),
    );
    assign LED=ledval;
    always @ (posedge clk) begin
        cntr_9600 <= cntr_9600 + 1;
        if (cntr_9600 == period_9600) begin
            clk_9600 <= ~clk_9600;
            cntr_9600 <= 32'b0;
        end
        cntr_1 <= cntr_1 + 1;
        if (cntr_1 == period_1) begin
            clk_1 <= ~clk_1;
            cntr_1 <= 32'b0;
        end
    end
    always @ (posedge clk ) begin
        ledval <= ~ledval;
        if (uart_txed) begin
          if (uart_txbyte == ASCII_9) begin
              uart_txbyte <= ASCII_0;
          end else begin
              uart_txbyte <= uart_txbyte + 1;
          end
        end
    end
endmodule
```
**design/flow/run.sh**
```bash
#!/bin/bash
# OpenROAD 26Q1-2900-gdf79404cd8, Yosys 0.63+post, stock flow scripts
make -C /OpenROAD-flow-scripts/flow DESIGN_CONFIG=/design/flow/config.mk WORK_HOME=/design/flow/orfs finish
```
==> results.json <==
{
  "hold_path_end": "transmitter.state[6]$_SDFF_PN0_",
  "antenna_found_initial": 0,
  "rsz0062_at_grt": "false",
  "worstSetupStartpointType": "register",
  "final_layout_size_suffix_gt1_share_pct": 14.2,
  "ys_warn_count": 9,
  "portBuffers": 1,
  "gp_congestion": 0.754,
  "drtAntennaViolNets": 0,
  "ys_seq_share_pct": 54.8,
  "finalClockSkew_ps": 10.8,
  "fp_util_pct": 41.7,
  "cts.clk_slew.worst_paths_ps": 70,
  "numCtsBuffers": 9,
  "internal_power_uw": 675,
  "worstHoldPathCells": 0,
  "io_pins": 2,
  "grtUsageTotal_pct": 13.2,
  "hp-class": "register to register",
  "wl_per_cell_um": 12.1,
  "postSynthAreaPerCell_um2": 11.5,
  "p_total_uw": 816,
  "p_sw_uw": 140,
  "cts_buffer_depth": 2,
  "r2r_start": "transmitter.baud_count[0]$_SDFF_PN0_",
  "seqPwrFrac_pct": 49.1,
  "grt_pass1_wl_um": 7650,
  "cts_tree": "yes",
  "power.share.clock_pct": 50.9,
  "cts_resized": 0,
  "critPathCaptureType": "output port",
  "numSynthFlops": 66,
  "synth.distinct_cells": 38,
  "setup-tns-final_ps": 0,
  "syn_area_um2": 2850,
  "yosys_cells": 248,
  "die_w_um": 86.4,
  "grt_max_degree": 13,
  "power.density_nw_per_um2": 253,
  "timing.rr.end": "transmitter.buf_tx[0]$_DFFE_PP_",
  "min_period_ps": 2490,
  "path_cells": "clkdlybuf4s50_1",
  "status": "completed",
  "slew_viol_final": 0,
  "leakagePower_nw": 1.12,
  "synthCells": 248,
  "regToRegSetupSlack_ps": 4460,
  "p_sw_share_pct": 17.2,
  "finalSetupViolCount": 0,
  "dieArea_um2": 7460,
  "totalWireLength_um": 4310,
  "vdd_drop_max_mv": 0.156,
  "overflow": 0,
  "maxCapViolCount": 0,
  "grt_pass1_vias": 1645,
  "clk_latency_ps": 340,
  "drtIter0Drc": 127,
  "report.final.hold_viol_count": 0,
  "htree_levels": 3,
  "design_area_um2": 3220,
  "fin_crit_sh_pct": 36.1,
  "slew_headroom_pct": 39.4,
  "critPathKind": "register to output port",
  "worst_path_largest_cell_delay_ps": 450,
  "worst_pin_slew_ps": 902,
  "crit_family": "buffers and inverters",
  "crit_slowest_cell": "clkdlybuf4s50_1",
  "cts-root-buf": "clkbuf_8",
  "core_area_um2": 6830,
  "clock.fmax_mhz": 402,
  "critPathBufInv": 1,
  "cp_data_arrival_time_ps": 1110,
  "viasPerCell": 4.81,
  "worstPathMaxFanout": 1,
  "die_h_um": 86.4,
  "combPwrFrac_pct": 0,
  "cp.required_ps": 5520,
  "postCtsHoldBufs": 0,
  "diodes": 0,
  "drc": 0,
  "clock-sinks": 66,
  "synth_chip_area_um2": 2850,
  "vias": 1717,
  "warnings": 28,
  "cts_setup_buffers": 0,
  "worst-r2r-cell-count": 6,
  "dp_hpwl_um": 2880,
  "dr.pass1.iters": 4,
  "rows": 30,
  "hp-start": "transmitter.state[6]$_SDFF_PN0_",
  "syn_to_final_growth_pct": 13.0,
  "post_dp_cell_area_um2": 2960
}
[power by group through the flow]
| stage | registers [mW] | clock network, mW | logic (mW) |
|---|---|---|---|
| final | 0.400 | 0.415 | 0.000216 |
| after global routing | 0.400 | 0.444 | 0.000303 |
| after CTS | 0.400 | 0.422 | 0.000231 |
[kinds of logic (layout without fill, tap and decap cells)]
family                     count (synthesis)  in the layout  synth area share [%]
adders and majority gates                  6              6                  2.63
other                                      1              4                 0.132
AOI/OAI and AO/OA                          7              7                  1.71
DFF                                       66             66                  54.8
and+or+nand+nor                          104            104                  22.4
buffers and inverters                     17             27                  2.50
muxes                                      8              8                  3.78
xor gates and xnor gates                  39             39                  12.0
[placed cells by master (no fill, tap or decap), types with 8 or more instances in the layout]
cell type | synthesis | final
nand2_1 | 12 | 12
edfxtp_1 | 24 | 24
inv_1 | 8 | 8
dfxtp_1 | 42 | 42
nor2_1 | 20 | 20
nor4_2 | 8 | 8
xnor2_1 | 31 | 31
xor2_1 | 8 | 8
clkbuf_8 | 0 | 9
nand3_1 | 19 | 19
nand4_1 | 13 | 13
[routing by layer]
metal	track usage (%)	part of all wire (%)	up-vias
li1	-	-	902
met1	22.1	54	798
met2	18.9	43	9
met3	2.32	1.9	8
met4	2.58	1.8	0
met5	0	0	-
[through the flow]
stage,hold slack (ps),cells,setup slack [ps],util [%]
after floorplan,406,251,4570,-
after global placement,340,341,4490,43.4
after detailed placement,340,341,4430,43.4
after CTS,353,357,4390,47.1
after global routing,360,357,4230,47.1
final,351,357,4410,47.1
[sequential cells by signal (all words and copies together) (netlist names)]
name / flops
transmitter.baud_count: 32
transmitter.state: 8
transmitter.txbit: 1
transmitter.buf_tx: 8
uart_txbyte: 8
transmitter.bits_sent: 8
transmitter.txdone: 1
[synth_stat cells, drive strengths merged]
cell,number,area [µm²]
a21oi,3,15.0
and2,5,31.3
and3,5,32.5
and4,2,17.5
and4b,1,10.0
buf,1,11.3
clkbuf,8,30.0
conb,1,3.75
dfxtp,42,841
edfxtp,24,721
ha,6,75.1
inv,8,30.0
mux2,7,97.6
mux2i,1,10.0
nand2,12,45.0
nand3,19,95.1
nand3b,1,7.51
nand4,15,106
nor2,20,75.1
nor2b,2,12.5
nor3,4,20.0
nor3b,1,7.51
nor4,13,146
nor4b,1,8.76
o211ai,1,7.51
o21a,1,7.51
o21ba,1,10.0
o41ai,1,8.76
or2,1,6.26
or4,1,7.51
or4b,1,10.0
xnor2,31,272
xor2,8,70.1
[layout make-up]
class                      instances  area, µm²
tap                               96        120
multi-input combinational        168       1230
clock inverter                     6        129
timing repair buffer               3       25.0
sequential                        66       1560
clock buffer                      10        128
inverter                           8       30.0
fill                             643       3610
[how the worst max path moves through the flow]
stage                                      startpoint                         endpoint  slack (ps)  cells after the start
after CTS                 transmitter.txbit$_DFFE_PP_                               TX        4390                      1
final                     transmitter.txbit$_DFFE_PP_                               TX        4410                      1
after global routing  transmitter.state[3]$_SDFF_PN0_  transmitter.buf_tx[6]$_DFFE_PP_        4230                      4
